--- design/flow/run.sh ---
#!/bin/bash
# OpenROAD 26Q1-2900-gdf79404cd8, Yosys 0.63+post, stock flow scripts
make -C /OpenROAD-flow-scripts/flow DESIGN_CONFIG=/design/flow/config.mk WORK_HOME=/design/flow/orfs finish
--- design/flow/config.mk ---
export PLATFORM = sky130hd
export DESIGN_NAME = dm
export DESIGN_NICKNAME = dm
export VERILOG_FILES = /design/flow/design.v
export SDC_FILE = /design/flow/constraint.sdc
export NUM_CORES = 4
export LEC_CHECK = 1
export CORE_UTILIZATION = 30
--- design/flow/constraint.sdc ---
current_design dm

set clk_period 79.9
set clk_io_pct 0.2

create_clock -name clk0 -period $clk_period [get_ports {clk}]

set non_clock_inputs [all_inputs -no_clocks]
set_input_delay [expr $clk_period * $clk_io_pct] -clock clk0 $non_clock_inputs
set_output_delay [expr $clk_period * $clk_io_pct] -clock clk0 [all_outputs]
--- design/flow/design.v ---
`timescale 1ns / 1ps
module dm(
    input         clk,         
    input         DMWr,        
    input  [7:0]  addr,        
    input  [31:0] din,         
    input  [2:0]  DMType,      
    output reg [31:0] dout     
);
    localparam MEM_BYTE   = 3'b000;   
    localparam MEM_HALF   = 3'b001;   
    localparam MEM_WORD   = 3'b010;   
    localparam MEM_BYTE_U = 3'b100;   
    localparam MEM_HALF_U = 3'b101;   
    reg [7:0] memory [0:255];   
    integer idx;
    initial begin
        for (idx = 0; idx < 256; idx = idx + 1)
            memory[idx] = 8'd0;
    end
    always @(*) begin
        case(DMType)
            MEM_BYTE:
                dout = {{24{memory[addr][7]}}, memory[addr]};
            MEM_HALF:
                dout = {{16{memory[addr+1][7]}}, memory[addr+1], memory[addr]};
            MEM_WORD:
                dout = {memory[addr+3], memory[addr+2], memory[addr+1], memory[addr]};
            MEM_BYTE_U:
                dout = {24'b0, memory[addr]};
            MEM_HALF_U:
                dout = {16'b0, memory[addr+1], memory[addr]};
            default:
                dout = 32'd0;
        endcase
    end
    always @(posedge clk) begin
        if (DMWr) begin
            case(DMType)
                MEM_BYTE:
                    memory[addr] <= din[7:0];
                MEM_HALF: begin
                    memory[addr]   <= din[7:0];     
                    memory[addr+1] <= din[15:8];    
                end
                MEM_WORD: begin
                    memory[addr]   <= din[7:0];     
                    memory[addr+1] <= din[15:8];
                    memory[addr+2] <= din[23:16];
                    memory[addr+3] <= din[31:24];   
                end
                default: ;
            endcase
        end
    end
endmodule
==> job_summary.md <==
### Metrics collected by this job

| Metric | Value |
|---|---|
| Status | complete, but fails checks |
| Failing checks | capacitance limit, slew limit |
| Top Ports | 77 |
| Top Registers | memory (2048) |
| FP Rows | 301 |
| First-pass GRT wire length | 1790000 µm |
| P_leak | 0.0808 µW |
| Worst Path Max Fanout | 58 |
| Top Layout Cells | nand2_1, mux4_2, edfxtp_1 |
| DP Wirelength | 966000 µm |
| Dominant Register Cell | edfxtp_1 |
| CP Cell Sequence | buf_16 > buf_4 > buf_4 > buf_4 > buf_4 > buf_4 > buf_4 > mux4_1 > mux2i_1 > nor3b_2 > buf_4 > or4_1 > nor4_1 > o211ai_1 > or3_1 > o211ai_4 > buf_4 > nand4_1 > clkdlybuf4s50_1 |
| Worst setup SP type | input port |
| HP Class | in -> reg |
| Die footprint | 679000 µm² |
| Ys cells | 19316 |
| Area of the core | 673000 µm² |
| Post-CTS sizing | 0 |
| Multi-input gate area | 132000 µm² |
| Final hold vios | 0 |
| Number of H-tree levels | 5 |
| Yosys cell types | 78 |
| Routed vias | 196002 |
| Via density | 6.93 |
| Crit path DAT | 25110 ps |
| Finished Core Util | 33.5% |
| Longest Clk Path Bufs | 4 |
| Most numerous logic cell after layout | nand2_1 |
| DRC Markers | 0 |
| Die Y | 824 µm |
| CP max stage delay | 980 ps |
| Detailed Route WL | 1380000 µm |
| Final min period | 41090 ps |
| Max-cap violations | 8 |
| CP top delay family | buffers and inverters |
| Register Area | 61500 µm² |
| Clock transition at path regs | 60 ps |
| Yosys Chip Area | 203000 µm² |
| Asr flop ratio synth | 0% |
| Power per cell area | 15.3 nW/µm² |
| RSZ-0062 raised after global routing | false |
| Ys flops | 2048 |
| Share of cells above drive strength 1 | 28.6% |
| Max-slew headroom | -20.3% |
| Num Clock Sinks | 2048 |
| CTS Buf Count | 285 |
| Grt total ovfl | 0 |
| Slowest cell on the critical path | nand4_1 |
| OpenROAD warnings | 37 |
| Final Setup Violations | 0 |
| Setup crit end kind | output pin |
| Die width | 824 µm |
| Syn Inst Count | 19316 |
| RD Place Congestion | 1.18 |
| Root buf cell | clkbuf_16 |
| Worst Max-Slew Pin Slew | 1800 ps |
| Pre-CTS WS | 39290 ps |
| Initial antenna violation count | 256 |
| DR WL/cell | 48.7 µm |
| Most used cell, CP | buf_4 |
| Fp_density | 30.1% |
| Setup repair bufs after CTS | 0 |
| Post-CTS Hold Fix Bufs | 0 |
| Largest net degree at the start of global routing | 99 |
| Post-route ant nets | 0 |
| Vias in the first global route | 181691 |
| Fmax | 24.3 MHz |
| TritonCTS clock tree | yes |
| Fin. max-slew vios | 21 |
| Buffers added on ports | 76 |
| Largest register FFs | 2048 |
| FILL cells | 66427 |
| Yosys warns | 1 |
| Mapped cell area | 203000 µm² |
| Setup CP Type | in -> out |
| Setup ws final | 38810 ps |
| Power Total | 3460 µW |
| DR pass1 iterations | 9 |
| Largest reg by FF count | memory |
| GRT Resource Usage Total | 41.5% |
| Worst VDD drop | 0.0163 mV |
| Buf+Inv Stages, Crit Path | 10 |
| Initial drt markers | 25089 |
| Synth Seq Share | 30.3% |
| Final TNS setup | 0 ps |
| Syn avg cell area | 10.5 µm² |
| Count of library flops with an enable pin | 2048 |
| Area grow syn2layout | 11.2% |
| Final worst-path cycle share | 51.4% |
| Worst EP required | 63920 ps |
-- final timing paths --
kind    start  depth (start not counted)  slack (ps)      endpoint
max   addr[0]                         19       38810      dout[21]
min   din[31]                          3       15430  memory[7][7]
-- report_power, final --
group	internal (µW)	switching (µW)
Clock	712	591
Sequential	1190	4.73
Combinational	288	674
-- cells in the mapped netlist (all sizes together) (67+ instances only) --
master / instances / area, µm²
a211oi: 490 / 3680
a21o: 456 / 3420
a21oi: 1049 / 5250
a22oi: 67 / 503
a31oi: 68 / 425
buf: 766 / 5140
clkbuf: 1501 / 5640
edfxtp: 2048 / 61500
mux2: 1205 / 13600
mux2i: 1906 / 19100
mux4: 2207 / 49800
nand2: 3012 / 11300
nand3: 695 / 3480
nor2: 1328 / 5130
o2111ai: 78 / 683
o211ai: 91 / 697
o21ai: 1682 / 8420
-- final cells by class --
class | instances | area share, %
flip-flops and latches | 2048 | 27.3
well taps | 8938 | 4.96
repair buffers | 1377 | 4.88
diodes | 433 | 0.481
clock buffers | 348 | 3.30
inverters | 7 | 0.0150
clock inverters | 149 | 0.654
multi-input cells | 14994 | 58.4
-- worst min-delay path, stage by stage --
cell     delay (ps)
buf_8           180
nand2_1          80
o21ai_0          70
-- cell families (layout without fill, tap and decap cells) --
family / count (synthesis) / in the layout / synth area share, %
and+or+nand+nor: 5350 / 5350 / 10.8
muxes: 5318 / 5318 / 40.7
AOI/OAI and AO/OA: 4285 / 4285 / 12.6
buffers and inverters: 2274 / 1881 / 5.33
DFF: 2048 / 2048 / 30.3
xor gates and xnor gates: 31 / 31 / 0.152
adders and majority gates: 10 / 10 / 0.0617
other: 0 / 433 / 0
-- metrics by stage --
stage          area, µm²  hold WS (ps)  cells
2_1_floorplan     203000         16480  19316
3_3_place_gp      215000         16490  27357
3_5_place_dp      215000         16500  27363
4_1_cts           224000         15400  27860
5_1_grt           225000         15460  28081
6_report          225000         15430  28294
-- metal layers --
metal | global-route usage (%) | vias up | routed length, µm
li1 | - | 74363 | -
met1 | 43.9 | 97451 | 430000
met2 | 52.0 | 18757 | 536000
met3 | 34.1 | 5168 | 264000
met4 | 31.5 | 263 | 136000
met5 | 16.2 | - | 12200
Power is estimated from default activity; no workload was simulated.
