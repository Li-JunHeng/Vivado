[design.v]
`timescale 1ns / 1ps
module RF (
    input         clk,       
    input         rstn,      
    input         RFWr,      
    input  [15:0] sw_i,      
    input  [4:0]  A1,        
    input  [4:0]  A2,        
    input  [4:0]  A3,        
    input  [31:0] WD,        
    output [31:0] RD1,       
    output [31:0] RD2        
);
    reg [31:0] reg_file [0:31];   
    integer idx;
    assign RD1 = (A1 == 5'd0) ? 32'd0 : reg_file[A1];
    assign RD2 = (A2 == 5'd0) ? 32'd0 : reg_file[A2];
    always @(posedge clk or negedge rstn) begin
        if (!rstn) begin
            for (idx = 0; idx < 32; idx = idx + 1) begin
                if (idx == 1)
                    reg_file[idx] <= 32'd84;    
                else if (idx == 2)
                    reg_file[idx] <= 32'd250;   
                else if (idx == 10)
                    reg_file[idx] <= 32'd10;    
                else
                    reg_file[idx] <= idx;       
            end
        end
        else begin
            if (RFWr && (A3 != 5'd0) && (sw_i[1] == 1'b0)) begin
                reg_file[A3] <= WD;
            end
        end
    end
endmodule
[run.sh]
#!/bin/bash
# OpenROAD 26Q1-2900-gdf79404cd8, Yosys 0.63+post, stock flow scripts
make -C /OpenROAD-flow-scripts/flow DESIGN_CONFIG=/design/flow/config.mk WORK_HOME=/design/flow/orfs finish
[config.mk]
export PLATFORM = sky130hd
export DESIGN_NAME = RF
export DESIGN_NICKNAME = RF
export VERILOG_FILES = /design/flow/design.v
export SDC_FILE = /design/flow/constraint.sdc
export NUM_CORES = 4
export LEC_CHECK = 1
export CORE_UTILIZATION = 30
[constraint.sdc]
current_design RF

set clk_period 8.3
set clk_io_pct 0.2

create_clock -name clk0 -period $clk_period [get_ports {clk}]

set non_clock_inputs [all_inputs -no_clocks]
set_input_delay [expr $clk_period * $clk_io_pct] -clock clk0 $non_clock_inputs
set_output_delay [expr $clk_period * $clk_io_pct] -clock clk0 [all_outputs]
==> out/metrics.yaml <==
cts:
  cts_tree: "yes"
  worstSkewPairLatency_ns: 0.77
  htree_levels: 3
  cts-root-buf: "clkbuf_16"
  cts_resized: 0
  ctsHoldBuffers: 0
  cts_sinks: 992
  post_cts_buffers: 0
  path_clk_slew_ns: 0.06
  cts_buffer_depth: 3
  cts_buffers: 108
job:
  log.warning_count: 48
  maxCapViolCount: 0
sta:
  period_minus_slack_ns: 7.65
  finalSetupViolCount: 0
  worstMarginPinSlew_ns: 1.33
  fmax_ghz: 0.131
  fin_setup_tns_ns: 0
  drv_slew: 0
  rsz0062_at_grt: "false"
  setup_ws_ns: 0.649
  period_used_pct: 92.2
  slew_headroom_pct: 11.3
  hold_viol_final: 0
  clock_skew_ns: 0
finish:
  area_growth_syn_to_layout_pct: 16.6
  largest_reg_flops: 992
  top_regs: "reg_file x992"
  drive_gt1_share_pct: 36.5
  top_register: "reg_file"
  utilization_pct: 35.2
setup_path:
  reg2reg_slack_ns: 7.42
  critPathLaunch: "A1[3]"
  start_kind: "input pin"
  cp-endpoint: "RD1[20]"
  path_max_fanout: 14
  cp-end-kind: "primary output"
  r2r-start: "reg_file[7][20]$_DFFE_PN0P_"
  path_class: "input pin to primary output"
  regToRegEndpoint: "reg_file[7][20]$_DFFE_PN0P_"
  cp.required_ns: 6.64
  reg2regPathDepth: 1
  crit_arrival_ns: 5.99
floorplan:
  core-area_um2: 176000
  dieArea_um2: 179000
  fp.dieW_um: 423
  fp-row-count: 154
  die_y_um: 423
  pin_count: 130
  fp_util_pct: 30.2
logic_synthesis:
  synth-async-reset-ratio_pct: 100
  synth-edff-count: 0
  ys_area_um2: 53200
  synth_seq_share_pct: 46.9
  yosys.area.top_type: "dfrtp_1"
  syn_inst: 4733
  flop_cell: "dfrtp_1"
  netlist_area_um2: 53200
  yosysMostFrequentCell: "mux2_2"
  avgSynthCellArea_um2: 11.2
  synth-seq-cells: 992
  synthDistinctLibCells: 92
  common_cells: "1022 x mux2_2, 905 x dfrtp_1, 559 x nand3_1"
  top_cells_by_area: "dfrtp_1 43%, mux2_2 22%, nand3_1 5.3%, dfstp_2 4.3%, a22oi_1 4.0%"
  yosys.area.top_type_share_pct: 42.6
  ys_cells: 4733
  ys_warn_count: 2
power:
  vdd_ir_drop_max_v: 0.000178
  leakagePower_uw: 0.0269
  powerDensity_nw_per_um2: 215
route:
  vias_per_cell: 6.80
  dr.pass1.iters: 9
  wire_per_inst_um: 41.7
  ant_nets: 0
  routed_wl_um: 303000
  drtIter0Drc: 6953
  drc: 0
  dr_total_vias: 49300
global_route:
  overflow: 0
  antenna_found_initial: 47
  grt_pass1_vias: 47200
  grtUsageTotal_pct: 34.2
  grt_max_degree: 119
  grt_pass1_wl_um: 408000
outcome:
  status: "finished, final reports clean"
place:
  finalWeightedCongestion: 1.09
  pre_cts_slack_ns: 0.965
  place.port_buffers: 114
  dpl.hpwl_um: 190000
worst_hold_path:
  min_path_type: "flop to flop"
[kinds of logic after synthesis]
family	Yosys count	share of synthesized area, %
buffers and inverters	511	4.33
and+or+nand+nor	1368	14.8
AOI/OAI and AO/OA	763	10.9
DFF	992	46.9
muxes	1099	23.1
[per-stage QoR]
stage	hold slack [ns]	power, µW	instance area (µm²)	cells
3_3_place_gp	0.503	7960	58100	7014
6_report	0.526	13300	62000	7248
5_1_grt	0.539	13600	61900	7220
2_1_floorplan	0.478	6960	53200	4733
3_5_place_dp	0.509	8000	58100	7014
4_1_cts	0.523	13200	61900	7217
[worst max-delay path, stage by stage]
cell and delay, ns:
buf_2 0.44, buf_4 0.33, nand3b_1 0.44, nor2_2 1.16
buf_4 0.44, buf_4 0.29, a22oi_1 0.12, and4_1 0.22
a31oi_1 0.29, clkdlybuf4s50_1 0.54
[layout make-up]
cell class | instances | area (µm²)
Sequential cell | 992 | 24900
Timing Repair Buffer | 446 | 3820
Tap cell | 2340 | 2930
Multi-Input combinational cell | 3230 | 26400
Clock buffer | 153 | 3170
Fill cell | 17300 | 114000
Inverter | 6 | 22.5
Clock inverter | 50 | 681
Antenna cell | 31 | 77.6
[cells in the final DEF (no fill, tap or decap), types with 35 or more instances in the layout]
master and count:
mux2_2 1022, dfrtp_1 905, nand3_1 554, buf_4 324, a22oi_1 286, and3_1 182
nand4_1 169, clkbuf_16 110, clkdlybuf4s50_1 103, a21oi_1 97, dfstp_2 87, a22o_1 83
mux2i_1 72, nand2_1 71, nor4_1 53, a31oi_1 52, a2111oi_0 49, and4_1 41
nor3_1 37, nor2_1 35
[worst min-delay path by stage]
stage                              end                          from  cells after the start
5_1_grt   reg_file[28][10]$_DFFE_PN0P_  reg_file[28][10]$_DFFE_PN0P_                      1
4_1_cts     reg_file[9][4]$_DFFE_PN0P_    reg_file[9][4]$_DFFE_PN0P_                      1
6_report   reg_file[3][14]$_DFFE_PN0P_   reg_file[3][14]$_DFFE_PN0P_                      1
[report_power, final]
group | switching (µW) | total [µW] | internal (µW)
clock network | 2200 | 5300 | 3100
logic | 1090 | 1920 | 831
registers | 580 | 6100 | 5520
total | 3880 | 13300 | 9450
[metal layers]
metal | wire length [µm] | vias up | GRT usage [%]
met2 | 118000 | 4584 | 45.0
li1 | - | 18400 | -
met5 | 677 | - | 0.591
met4 | 30100 | 61 | 24.9
met1 | 102000 | 24700 | 40.3
met3 | 50800 | 1621 | 21.4
Power is estimated from default activity; no workload was simulated.
