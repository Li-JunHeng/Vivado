--- flow/config.mk ---
export PLATFORM = sky130hd
export DESIGN_NAME = alu
export DESIGN_NICKNAME = alu
export VERILOG_FILES = /design/flow/design.v
export SDC_FILE = /design/flow/constraint.sdc
export NUM_CORES = 4
export LEC_CHECK = 1
export CORE_UTILIZATION = 30
--- flow/design.v ---
`timescale 1ns / 1ps
module alu(
    input  signed [31:0] A,       
    input  signed [31:0] B,       
    input         [4:0]  ALUOp,   
    output reg    [31:0] C,       
    output               Zero    
);
    localparam ALU_ADD     = 5'd0;    
    localparam ALU_SUB     = 5'd1;    
    localparam ALU_SLL     = 5'd2;    
    localparam ALU_SLT     = 5'd3;    
    localparam ALU_SLTU    = 5'd4;    
    localparam ALU_XOR     = 5'd5;    
    localparam ALU_SRL     = 5'd6;    
    localparam ALU_SRA     = 5'd7;    
    localparam ALU_OR      = 5'd8;    
    localparam ALU_AND     = 5'd9;    
    localparam ALU_LUI     = 5'd10;   
    localparam ALU_DIY_CALC= 5'd11;   
    localparam ALU_DIY_BR  = 5'd12;   
    always @(*) begin
        case(ALUOp)
            ALU_ADD:
                C = A + B;
            ALU_SUB:
                C = A - B;
            ALU_SLL:
                C = A << B[4:0];
            ALU_SLT:
                C = (A < B) ? 32'd1 : 32'd0;
            ALU_SLTU:
                C = ($unsigned(A) < $unsigned(B)) ? 32'd1 : 32'd0;
            ALU_XOR:
                C = A ^ B;
            ALU_SRL:
                C = A >> B[4:0];
            ALU_SRA:
                C = A >>> B[4:0];
            ALU_OR:
                C = A | B;
            ALU_AND:
                C = A & B;
            ALU_LUI:
                C = B;
            ALU_DIY_CALC: begin
                C = ($signed(A) < $signed(B)) ? A : B;
            end
            ALU_DIY_BR: begin
                C = (A < B) ? 32'd1 : 32'd0;
            end
            default:
                C = 32'd0;
        endcase
    end
    assign Zero = (C == 32'd0);
endmodule
--- flow/constraint.sdc ---
current_design alu

set clk_period 18.8
set clk_io_pct 0.2

create_clock -name clk0 -period $clk_period

set non_clock_inputs [all_inputs -no_clocks]
set_input_delay [expr $clk_period * $clk_io_pct] -clock clk0 $non_clock_inputs
set_output_delay [expr $clk_period * $clk_io_pct] -clock clk0 [all_outputs]
--- flow/run.sh ---
#!/bin/bash
# OpenROAD 26Q1-2900-gdf79404cd8, Yosys 0.63+post, stock flow scripts
make -C /OpenROAD-flow-scripts/flow DESIGN_CONFIG=/design/flow/config.mk WORK_HOME=/design/flow/orfs finish
==> flow_summary.html <==
<h3>Run summary</h3>
<table>
<tr><th>Metric</th><th>Value</th></tr>
<tr><th colspan="2">Power</th></tr>
<tr><td>Power density over cell area</td><td>~32 nW/µm²</td></tr>
<tr><td>Leak</td><td>0.004613 µW</td></tr>
<tr><td>Net switching share of the total power</td><td>0.6413</td></tr>
<tr><td>Power, Total</td><td>about 370 µW</td></tr>
<tr><td>Max IR drop VDD</td><td>0.00001449 V</td></tr>
<tr><td>Internal power</td><td>~130 µW</td></tr>
<tr><td>Net switching power of the design</td><td>~240 µW</td></tr>
<tr><th colspan="2">Global route</th></tr>
<tr><td>Number of antenna violations at the first check in global routing</td><td>5</td></tr>
<tr><td>Vias in the first global route</td><td>12400</td></tr>
<tr><td>First-pass GRT wire length</td><td>just under 90000 µm</td></tr>
<tr><td>Largest net degree at the start of global routing</td><td>around 60</td></tr>
<tr><td>Residual overflow from global routing</td><td>0</td></tr>
<tr><td>Overall routing resource usage</td><td>0.3570</td></tr>
<tr><th colspan="2">STA</th></tr>
<tr><td>Maximum clock rate</td><td>74.60 MHz</td></tr>
<tr><td>Final worst path period share</td><td>0.7130</td></tr>
<tr><td>Final sum of negative setup slack</td><td>0 ns</td></tr>
<tr><td>Pin slew with the least headroom to its limit</td><td>between 0.9 and 1 ns</td></tr>
<tr><td>Clock period minus final worst setup slack</td><td>between 10 and 15 ns</td></tr>
<tr><td>Setup Viol. Count Final</td><td>0</td></tr>
<tr><td>Unrepaired setup endpoints after global routing</td><td>false</td></tr>
<tr><td>Number of hold violations in the final report</td><td>0</td></tr>
<tr><td>Max-slew headroom</td><td>0.3340</td></tr>
<tr><td>Number of pins exceeding their max-slew limit in the final report</td><td>0</td></tr>
<tr><th colspan="2">Die</th></tr>
<tr><td>Horizontal die dimension</td><td>186.2 µm</td></tr>
<tr><td>Fp_density</td><td>0.3042</td></tr>
<tr><td>Number of primary I/O pins</td><td>~100</td></tr>
<tr><td>Overall die height</td><td>between 150 and 200 µm</td></tr>
<tr><td>FP Rows</td><td>approximately 67</td></tr>
<tr><td>Floorplan die area</td><td>roughly 35000 µm²</td></tr>
<tr><td>Floorplan core area</td><td>~33000 µm²</td></tr>
<tr><th colspan="2">Drt</th></tr>
<tr><td>TritonRoute pass-1 iters</td><td>8</td></tr>
<tr><td>DRC errors left</td><td>0</td></tr>
<tr><td>Post-DR wirelength/cell</td><td>30.38 µm</td></tr>
<tr><td>Post-detailed-routing wire length</td><td>between 60000 and 70000 µm</td></tr>
<tr><td>Vias post-DR</td><td>~13000</td></tr>
<tr><td>Routed via count divided by cell count</td><td>about 6.7</td></tr>
<tr><td>Initial drt markers</td><td>around 1600</td></tr>
<tr><td>Final ANT Viol Nets</td><td>0</td></tr>
<tr><th colspan="2">Finish</th></tr>
<tr><td>Sequential cell area</td><td>0 µm²</td></tr>
<tr><td>Share of post-route cells with drive strength above 1</td><td>0.09149</td></tr>
<tr><td>Final core utilization</td><td>0.3473</td></tr>
<tr><td>Most frequent cells in the layout</td><td>nor2_1, nand2_1, a21oi_1</td></tr>
<tr><td>Area overhead of the layout relative to synthesis</td><td>14.15%</td></tr>
<tr><td>Most numerous logic cell after layout</td><td>nor2_1</td></tr>
<tr><td>Number of flip-flops and latches</td><td>0</td></tr>
<tr><td>CLK BUF</td><td>0</td></tr>
<tr><td>Number of non-filler instances in the completed layout</td><td>2013</td></tr>
<tr><th colspan="2">Job</th></tr>
<tr><td>Number of warning messages in the logs</td><td>97</td></tr>
<tr><td>Count of maximum capacitance violations</td><td>0</td></tr>
<tr><th colspan="2">Synth</th></tr>
<tr><td>Synth Area per Inst</td><td>between 6 and 7 µm²</td></tr>
<tr><td>Cell count in the Yosys report</td><td>1535</td></tr>
<tr><td>Number of instances in the synthesized netlist</td><td>approximately 1500</td></tr>
<tr><td>Synth Warn #</td><td>1</td></tr>
<tr><td>Total standard cell area after synthesis</td><td>around 10000 µm²</td></tr>
<tr><td>Yosys chip area</td><td>between 10000 and 15000 µm²</td></tr>
<tr><td>Proportion of synthesized chip area in sequential cells</td><td>0</td></tr>
<tr><td>Cell variety after synth</td><td>about 90</td></tr>
<tr><th colspan="2">Setup path</th></tr>
<tr><td>Worst setup SP type</td><td>primary input</td></tr>
<tr><td>Required time reported for the critical path endpoint</td><td>15.04 ns</td></tr>
<tr><td>CP Data Arrival Time</td><td>approximately 9.6 ns</td></tr>
<tr><td>Critical path peak fanout</td><td>15</td></tr>
<tr><td>Critical path start-end classification</td><td>in -&gt; out</td></tr>
<tr><td>Critical path endpoint category</td><td>output pin</td></tr>
<tr><th colspan="2">Clocking</th></tr>
<tr><td>CTS Hold Bufs</td><td>0</td></tr>
<tr><td>Post_cts resized</td><td>0</td></tr>
<tr><td>Post-CTS Setup Bufs</td><td>0</td></tr>
<tr><th colspan="2">Run status</th></tr>
<tr><td>Result of the run</td><td>completed</td></tr>
<tr><th colspan="2">Placement</th></tr>
<tr><td>Weighted congestion at the end of routability-driven global placement</td><td>~1.1</td></tr>
<tr><td>DP Cell Count</td><td>approximately 2000</td></tr>
<tr><td>Port Buffer Count</td><td>102</td></tr>
<tr><td>Detailed placement HPWL</td><td>between 40000 and 50000 µm</td></tr>
<tr><th colspan="2">Min path</th></tr>
<tr><td>Hold crit path type</td><td>in -&gt; out</td></tr>
</table>
## power groups by stage
| stage | registers (µW) | logic (µW) | clock network, µW |
|---|---|---|---|
| CTS | 0 | 356 | 0 |
| global route | 0 | 387 | 0 |
## routing by layer
metal	vias up	wire, µm	track usage
met5	-	165	0.03143
met4	6	2963	0.1393
met3	177	6887	0.09306
met2	958	26360	0.5375
met1	6424	24790	0.4855
li1	5851	-	-
## critical path: stages
cell	delay, ns
clkdlybuf4s50_1	0.81
inv_1	0.20
ha_1	0.71
inv_1	0.18
a21oi_1	0.27
o31a_1	0.21
o311a_1	0.27
o21a_1	0.45
nand2_1	0.35
buf_4	0.32
nand3_1	0.10
o311ai_0	0.26
nor4_1	0.42
nand4_1	0.29
nor4_2	0.48
clkdlybuf4s50_1	0.53
## final timing paths
check | from | endpoint | cells after the start
setup / recovery | A[17] | Zero | 16
hold / removal | B[18] | C[18] | 4
## area by class of cell
type / count / area, µm²
Inverter: 98 / 367.9
Multi-Input combinational cell: 1313 / 9304
Fill cell: 3625 / 21830
Timing Repair Buffer: 152 / 1379
Antenna cell: 2 / 5.005
Tap cell: 448 / 560.5
## cells in the mapped netlist, drive strengths merged, types with 17 or more instances
library cell | count | area [µm²]
a211oi | 32 | 240.2
a21oi | 141 | 705.7
a221oi | 18 | 157.7
buf | 44 | 204.0
clkbuf | 80 | 300.3
ha | 97 | 1214
inv | 95 | 356.6
mux2 | 33 | 371.6
mux2i | 75 | 750.7
mux4 | 30 | 675.7
nand2 | 147 | 551.8
nand3 | 39 | 200.2
nand4 | 17 | 106.4
nor2 | 160 | 610.6
nor3 | 41 | 210.2
nor4 | 25 | 162.6
o211ai | 40 | 300.3
o21ai | 107 | 539.3
xnor2 | 21 | 183.9
## cells by family (layout without fill, tap and decap cells)
group | after synthesis | after routing | synth area share
AND-OR/OR-AND | 543 | 543 | 0.3571
XOR/XNOR | 26 | 26 | 0.02238
adder cells (fa/ha/maj) | 99 | 99 | 0.1232
buffers and inverters | 222 | 250 | 0.08570
multiplexers | 138 | 138 | 0.1767
other | 0 | 2 | 0
AND/OR/NAND/NOR | 507 | 507 | 0.2350
## metrics by stage
step	instance area [µm²]	hold WS, ns	worst slack [ns]
after global routing	11610	8.776	5.076
after global placement	11610	8.705	5.569
after floorplan	10180	7.618	7.284
after CTS	11610	8.711	5.548
after detailed placement	11610	8.691	5.571
final	11620	8.689	5.396
Power figures rest on the tool's default switching activity, not on a simulated workload.
